**flow/design.v**
```verilog
`timescale 1ns / 1ps
module BallCompetition(
    input	wire clk,					 
    input   wire rstn,					 
    input	wire	[3:0]  sw_in,  	 
    input   wire  [2:0]  key_in,		 
    output	wire	[1:0]  reg_ab,  	 
    output  wire  [7:0]  led_time,	 
    output  [8:0]  seg_led_1,			 
	 output  [8:0]  seg_led_2			 
);
	localparam DelayTime = 250_000;	
   wire [2:0]	press_on;				 
	wire [3:0] seg_data_1;				 
	wire [3:0] seg_data_2;				 
    key_debounce	 
    #(.DELAY_TIME  (DelayTime))  
    key0
    (
		.clk(clk),		            
      .rstn(rstn),
      .key_in(key_in[0]),		
      .press_on(press_on[0])	       
    );
    key_debounce
    #(.DELAY_TIME  (DelayTime))  
    key1
    (
      .clk(clk),		           
      .rstn(rstn),
      .key_in(key_in[1]),		
      .press_on(press_on[1])	       
    );
    key_debounce
    #(.DELAY_TIME  (DelayTime))  
    key2
    (
      .clk(clk),		            
      .rstn(rstn),
      .key_in(key_in[2]),		
      .press_on(press_on[2])	      
    ); 
    Display u_Display(
      .clk(clk),  
      .rstn(rstn),
      .sw_in(sw_in),  
      .press_on(press_on),
      .reg_ab(reg_ab), 
      .led_time(led_time),
      .seg_data_1(seg_data_1),  
      .seg_data_2(seg_data_2)      
    );
    segment u_segment(
   .seg_data_1  (seg_data_1),	
	.seg_data_2  (seg_data_2),		
	.seg_led_1   (seg_led_1),		
	.seg_led_2	 (seg_led_2)
    );
endmodule
`timescale 1ns / 1ps
module Display(
    input	wire	clk,   
    input   wire  rstn,
    input	wire	[3:0]  sw_in,  
    input   wire  [2:0]  press_on,
    output	wire	[1:0]  reg_ab, 
    output  wire  [7:0]  led_time,
    output	wire 	[3:0]  seg_data_1, 
	 output	wire 	[3:0]  seg_data_2 
    );
localparam COUNT_1S = 12048193;  
localparam Quarter_Time = 60; 	 
localparam Quarter_Time_rest = 10;	 
wire clk1h;
reg [23:0] counter ; 
reg [23:0] Qcounter ;
reg [6:0] scorer_A ; 
reg [6:0] scorer_B ; 
reg [6:0] Quarter_Time_Down ;	 
reg [2:0] Quarter_Time_rest_Down ;  
reg [4:0] AttackT_A ; 
reg [4:0] AttackT_B; 
reg [1:0] reg_ab_reg;
reg [7:0] led_time_reg ;
reg [3:0] seg_data_1_reg;
reg [3:0] seg_data_2_reg;
reg [1:0] DownCNT;	 
reg [6:0] countA_1;	 
reg [6:0] countA_2;	 
reg [6:0] countA_3;	 
reg [6:0] countB_1;	 
reg [6:0] countB_2;	 
reg [6:0] countB_3;	 
always @(posedge clk or negedge rstn)
begin
    if(rstn == 1'b0) begin	 
       led_time_reg <= 8'b0000_0000; 
       Qcounter <= 'd0; 
	    Quarter_Time_Down <= Quarter_Time;	
		 Quarter_Time_rest_Down <= Quarter_Time_rest;
	    DownCNT <= 'd0;
    end
    else begin
        if(Qcounter == COUNT_1S - 1) begin  
            Qcounter <= 'd0;
				if(Quarter_Time_Down == 0) begin        
						if(DownCNT == 2'd3) begin
						   DownCNT <= 2'd3;
							Quarter_Time_Down <=  0;
							Quarter_Time_rest_Down <= 0;
							led_time_reg <= {led_time_reg[5:0],1'b1,1'b1}; 
						end
						else begin
							if(Quarter_Time_rest_Down == 0)begin
								DownCNT <= DownCNT + 1'b1;
								Quarter_Time_Down <=  Quarter_Time;
								Quarter_Time_rest_Down <= Quarter_Time_rest;
								led_time_reg <= {led_time_reg[5:0],1'b1,1'b1}; 
							end
							else begin
								Quarter_Time_rest_Down <= Quarter_Time_rest_Down -1'b1;
							end
						end
				 end
				 else begin
					 Quarter_Time_Down <= Quarter_Time_Down - 1'b1;
				 end
        end
        else begin
           Qcounter <= Qcounter + 1; 
        end 
    end
end 
always @(posedge clk or negedge rstn)
begin
    if(rstn == 1'b0) begin
        scorer_A <= 'd0; 
        scorer_B <= 'd0; 
		  countA_1 <= 'd0;countA_2 <= 'd0;countA_3 <= 'd0;
		  countB_1 <= 'd0;countB_2 <= 'd0;countB_3 <= 'd0;
	 end
    else begin
        case(sw_in[3:1])
            3'b011:begin  
              case(press_on)  
                3'b001: begin
                    scorer_A <= scorer_A + 1;
						  countA_1 <= countA_1 + 1;
                end 
                3'b010: begin
                    scorer_A <= scorer_A + 2;
						  countA_2 <= countA_2 + 1;
                end 
                3'b100: begin
                    scorer_A <= scorer_A + 3;
						  countA_3 <= countA_3 + 1;
					 end
                default:begin
                    scorer_A <= scorer_A; 
                end
              endcase  
            end
            3'b111:begin  
               case(press_on)
                3'b001: begin
                    scorer_B <= scorer_B + 1;
						  countB_1 <= countB_1 + 1;
                end 
                3'b010: begin
                    scorer_B <= scorer_B + 2;
						  countB_2 <= countB_2 + 1;
                end 
                3'b100: begin
                    scorer_B <= scorer_B + 3;
						  countB_3 <= countB_3 + 1;
                end
                default:begin
                    scorer_B <= scorer_B; 
                end
              endcase     
            end			 
            default:begin
                scorer_A <= scorer_A; 
                scorer_B <= scorer_B; 
            end
        endcase
    end
end
always @(posedge clk or negedge rstn)
begin
    if(rstn == 1'b0) begin
        AttackT_A <= 5'd24;
        AttackT_B <= 5'd24;
        counter <=  'd0;
    end
    else begin
        case(sw_in[3:1])
		3'b000:begin    
              if(sw_in[0] == 1'b1) begin 
                    if(counter == COUNT_1S - 1) begin  
                            counter <= 'd0;
									 if(AttackT_A == 0) begin  
                                AttackT_A <= 0 ;
                            end
                            else begin
                               AttackT_A <= AttackT_A - 1'b1;
                            end
                    end
                    else begin
                       counter <= counter + 1;
                    end
             end
             else begin   
                counter <= counter;
             end   
		end
		3'b001:begin  
              if(sw_in[0] == 1'b1) begin  
                    if(counter == COUNT_1S - 1) begin  
                            counter <= 'd0;
                            if(AttackT_B == 0) begin 
                                AttackT_B <= 0 ;
                            end
                            else begin
                               AttackT_B <= AttackT_B - 1'b1;
                            end
                    end
                    else begin
                       counter <= counter + 1;
                    end
             end
             else begin   
                counter <= counter;
             end
		end
		3'b011:begin  
           counter <=  counter;
           AttackT_A <= AttackT_A;
		     AttackT_B <= AttackT_B;
		end
		3'b111:begin  
		     counter <=  counter;
           AttackT_A <= AttackT_A;
		     AttackT_B <= AttackT_B;
		end	
		default:begin
            counter <=  'd0;
            AttackT_A <= 5'd24;
		      AttackT_B <= 5'd24;
	    end
	   endcase
    end
end
always @(posedge clk or negedge rstn)
begin
    if(rstn == 1'b0) begin
		  seg_data_1_reg <= 4'd16; 
        seg_data_2_reg <= 4'd16;
		  reg_ab_reg <= 2'b11;
    end
    else begin
        case(sw_in[3:1])
		3'b000:begin    
            seg_data_2_reg <= AttackT_A%10; 
            seg_data_1_reg <= AttackT_A/10; 
			reg_ab_reg <= 2'b10;
		end
		3'b001:begin  
            seg_data_2_reg <= AttackT_B%10;
            seg_data_1_reg <= AttackT_B/10;
			reg_ab_reg <= 2'b01;
		end
		3'b011:begin  
            seg_data_2_reg <= scorer_A%10;
            seg_data_1_reg <= scorer_A/10;
			reg_ab_reg <= 2'b10;
		end
		3'b111:begin  
				seg_data_2_reg <= scorer_B%10;
				seg_data_1_reg <= scorer_B/10;
		   reg_ab_reg <= 2'b01;
		end			 
		3'b110:begin   
				if(Quarter_Time_Down == 0)begin
					seg_data_2_reg <= Quarter_Time_rest_Down%10;
					seg_data_1_reg <= Quarter_Time_rest_Down/10;end
				else begin
					seg_data_2_reg <= Quarter_Time_Down%10;
					seg_data_1_reg <= Quarter_Time_Down/10;end
		    reg_ab_reg <= 2'b00;
		end
		3'b100:begin   
            if(scorer_A > scorer_B) begin
					seg_data_2_reg <= 4'd10;   
					seg_data_1_reg <= scorer_A-scorer_B;   
					reg_ab_reg <= 2'b10;
			   end
				else if(scorer_A < scorer_B) begin
					seg_data_2_reg <= 4'd11;   
					seg_data_1_reg <= scorer_B-scorer_A;   
					reg_ab_reg <= 2'b01;
			   end 
				else begin	 
					seg_data_2_reg <= 4'd00;  
					seg_data_1_reg <= 4'd00;   
					reg_ab_reg <= 2'b00;
				end
		end
	   3'b010:begin
		case(press_on)	 
				3'b001:begin
					seg_data_2_reg <= countA_1%10;
					seg_data_1_reg <= countA_1/10;end
				3'b010:begin
					seg_data_2_reg <= countA_2%10;
					seg_data_1_reg <= countA_2/10;end
				3'b100:begin
					seg_data_2_reg <= countA_3%10;
					seg_data_1_reg <= countA_3/10;end
				endcase
		end
		3'b101:begin
				case(press_on)
				3'b001:begin
					seg_data_2_reg <= countB_1%10;
					seg_data_1_reg <= countB_1/10;end
				3'b010:begin
					seg_data_2_reg <= countB_2%10;
					seg_data_1_reg <= countB_2/10;end
				3'b100:begin
					seg_data_2_reg <= countB_3%10;
					seg_data_1_reg <= countB_3/10;end
				endcase
		end
		default:begin  
			seg_data_2_reg <= 4'd16;
			seg_data_1_reg <= 4'd16;
			reg_ab_reg <= 2'b11;
	    end
	endcase
    end
end    
assign reg_ab = reg_ab_reg;  
assign led_time = led_time_reg;
assign seg_data_1 = seg_data_1_reg;
assign seg_data_2 = seg_data_2_reg;
endmodule
`timescale 1ns / 1ps
module key_debounce #(  
   parameter	DELAY_TIME = 250_000  
)(
		input wire	clk,		
		input wire  rstn,
		input wire	key_in,		
		output reg 	press_on			
);
reg		key_in_r0;		
reg		key_in_r1;		
reg 		key_in_nedge;		
reg	[19:0]delay_cnt;		
reg		delay_flag;		 
always @(posedge clk or negedge rstn)
begin
    if(rstn == 1'b0) begin
        key_in_r0 <= 1'b0	;	
        key_in_r1 <= 1'b0	;	
    end
    else begin
       key_in_r0 <= key_in;
	   key_in_r1 <= key_in_r0;
    end
end
always @(posedge clk or negedge rstn)
begin
    if(rstn == 1'b0) begin
        key_in_nedge <= 1'b0;               
    end
    else begin
        key_in_nedge <= ~key_in_r0 & key_in_r1;
    end 
end
always @(posedge clk or negedge rstn)
begin
    if(rstn == 1'b0) begin
        delay_cnt  <= 'd0;	
    end
    else begin
        if((delay_flag == 1) && (delay_cnt == DELAY_TIME - 1))
				delay_cnt <= 0;
        else if ((delay_flag == 1) && (delay_cnt < DELAY_TIME - 1))
            delay_cnt <= delay_cnt + 1;
        else  
				delay_cnt <= 0;
    end
end
always @(posedge clk or negedge rstn)
begin
    if(rstn == 1'b0) begin
	 delay_flag <= 1'b0;		 
    end
    else begin
        if(key_in_nedge) begin	 
				delay_flag <= 1'b1;	 
        end
        else if (delay_cnt == DELAY_TIME - 1) begin
            delay_flag <= 1'b0;
        end
        else
            delay_flag <= delay_flag;
    end
end
always @(posedge clk or negedge rstn)
begin
    if(rstn == 1'b0) begin
        press_on <= 1'b0;
    end
    else begin
        if((delay_cnt == DELAY_TIME - 1) && (delay_flag == 1'b1)) begin		 
		    press_on <= 1'b1;
        end
        else begin
            press_on <= 1'b0;
        end
    end
end
endmodule
`timescale 1ns / 1ps
module segment(
   input [3:0] seg_data_1,		
	input [3:0] seg_data_2,		
	output [8:0] seg_led_1,		
	output [8:0] seg_led_2		
);
reg [8:0] seg [16:0];   		
initial        	         									                           
	begin
		seg[0] = 9'h3f;         
		seg[1] = 9'h06;        
		seg[2] = 9'h5b;       
		seg[3] = 9'h4f;         
		seg[4] = 9'h66;        
		seg[5] = 9'h6d;        
		seg[6] = 9'h7d;       
		seg[7] = 9'h07;      
		seg[8] = 9'h7f;      
		seg[9] = 9'h6f;         
		seg[10] = 9'h77;    
		seg[11] = 9'h7c;	  
		seg[12] = 9'h39;
		seg[13] = 9'h5e;
		seg[14] = 9'h79;
		seg[15] = 9'h71;
		seg[16] = 9'h00;	 
     end
	assign seg_led_1 = seg[seg_data_1];      
	assign seg_led_2 = seg[seg_data_2];      
endmodule
```
**flow/run.sh**
```bash
#!/bin/bash
# OpenROAD 26Q1-2900-gdf79404cd8, Yosys 0.63+post, stock flow scripts
make -C /OpenROAD-flow-scripts/flow DESIGN_CONFIG=/design/flow/config.mk WORK_HOME=/design/flow/orfs finish
```
**flow/config.mk**
```make
export PLATFORM = sky130hd
export DESIGN_NAME = BallCompetition
export DESIGN_NICKNAME = BallCompetition
export VERILOG_FILES = /design/flow/design.v
export SDC_FILE = /design/flow/constraint.sdc
export NUM_CORES = 4
export LEC_CHECK = 1
export CORE_UTILIZATION = 50
```
**flow/constraint.sdc**
```tcl
current_design BallCompetition

set clk_period 7.1
set clk_io_pct 0.2

create_clock -name clk0 -period $clk_period [get_ports {clk}]

set non_clock_inputs [all_inputs -no_clocks]
set_input_delay [expr $clk_period * $clk_io_pct] -clock clk0 $non_clock_inputs
set_output_delay [expr $clk_period * $clk_io_pct] -clock clk0 [all_outputs]
```
==> flow_summary.yaml <==
# generated from flow reports
worst_setup_path:
  cp.required_ns: 7.56
  cp.arrival_ns: 6.76
  critPathLaunchType: "input port"
  worstSetupPathType: "in -> reg"
  crit_path_end_kind: "register"
  cp_max_fo: 17
synthesis:
  synthAoiAreaFrac_pct: 16.11
  syn_area_per_cell_um2: 9.159
  area_leaders: "dfrtp_1 39%, ha_1 5.2%, xnor2_1 4.9%"
  ys_cells: 1442
  ys_top_logic_family: "simple AND/OR/NAND/NOR gates"
  synthesis.instances: 1442
  yosysMostFrequentCell: "dfrtp_1"
  synth_flops: 215
  synthFlopType: "dfrtp_1"
  yosysTopAreaCell: "dfrtp_1"
  syn_area_um2: 13210
  synth-xor-area-share_pct: 8.156
  mux_share_pct: 2.255
  synth_cell_type_count: 105
  async_flop_share_pct: 100.0
  top_cells_by_count: "204 x dfrtp_1, 168 x nor2_1, 114 x nand2_1"
  ys_seq_share_pct: 40.84
  top_cell_area_share_pct: 38.65
  adder_share_pct: 5.978
  edf_count: 0
  synth_chip_area_um2: 13210
  simple_gate_area_share_pct: 22.40
  synth-warning-count: 7
grt:
  grt_remaining_overflow: 0
  grt_antenna_before_repair: 0
  grt_max_degree: 88
  grt_pass1_vias: 9804
  grt_usage_pct: 25.07
  grt_pass1_wl_um: 51620
die:
  pin_count: 37
  die_y_um: 164.5
  core-area_um2: 25980
  dieArea_um2: 27070
  std_cell_rows: 59
  initCoreUtil_pct: 50.83
  die_w_um: 164.5
power:
  power.density_nw_per_um2: 194.9
  p_int_mw: 2.115
  p_sw_share_pct: 26.25
  max-vdd-ir-drop_mv: 0.2072
  design_power_total_mw: 2.869
  p_leak_nw: 6.430
  power.clock.fraction_pct: 41.9
  pwr-share-comb_pct: 13.6
  seq_power_share_pct: 44.5
  switchingPower_mw: 0.7531
sta:
  setup_tns_ns: 0
  fin_skew_ns: 0.01032
  hold_viol: 0
  layout_min_cycle_time_ns: 6.298
  slew_violations: 0
  period_used_pct: 88.70
  tightest_slew_ns: 0.9093
  relSlewSlack_pct: 37.81
  rsz0062_at_grt: "no"
  fmaxAchievable_mhz: 158.8
  setup_violations: 0
detailed_routing:
  wl_per_cell_um: 17.02
  via_count: 10605
  routed_via_density: 5.760
  remaining_drc_errors: 0
  ant_nets: 0
  finalWirelength_um: 31340
  dr.pass1.iters: 8
  drt_iter0_drc: 651
  diodes: 0
placement:
  dp.cells: 1795
  place.gp.congestion: 0.9806
  io_buffers: 32
  post-dp-hpwl_um: 22720
final_layout:
  area_delta_synth_final_pct: 11.43
  largest_registers: "u_Display.Qcounter (24), u_Display.counter (24)"
  drive_gt1_share_pct: 9.031
  instances_no_fill: 1841
clock_network:
  cts-root-buf: "clkbuf_16"
  ctsResizeCount: 0
  clock_path_buffers: 3
  clk-insertion-delay-late_ns: 0.54
  cts_setup_buffers: 0
  clk_pin_slew_worst_paths_ns: 0.06
  clock-sinks: 215
  htree_levels: 1
  hold_buffers: 0
  cts_buffers: 25
  cts_tree: "yes"
min_path:
  hp-class: "reg -> reg"
status:
  status: "complete, no violations"
job:
  drv_cap: 0
  warning_count: 46
## critical path: stages
cell             delay (ns)
clkdlybuf4s50_1        0.69
buf_4                  0.32
or4bb_1                0.49
o32a_1                 0.19
o2111ai_1              0.15
a22o_1                 0.30
nor2_1                 0.12
inv_2                  0.18
ha_1                   0.20
inv_1                  0.13
o41ai_4                0.50
a31oi_1                0.29
o21ai_0                0.34
xnor2_1                0.22
ha_1                   0.26
nor4b_2                0.22
and4b_1                0.25
a21o_1                 0.16
a21o_1                 0.17
a31oi_1                0.14
## final timing paths
check                                                      end      startpoint  cells after the start  slack, ns
worst max-delay path               u_Display.seg_data_1_reg[0]        sw_in[2]                     20       0.80
worst min-delay path                            key0.key_in_r1  key0.key_in_r0                      0       0.37
worst max register to register     u_Display.seg_data_1_reg[0]   key2.press_on                     19       1.54
worst min register to register                  key0.key_in_r1  key0.key_in_r0                      0       0.37
max in group asynchronous       u_Display.Quarter_Time_Down[3]            rstn                      3       4.72
min in group asynchronous                u_Display.counter[19]            rstn                      1       0.88
## layout by cell type (no fill, tap or decap), types with 10 or more instances in the layout
cell type and n:
nand4_1 39, buf_4 29, o31ai_1 10, a21oi_1 67
mux2_2 12, conb_1 10, and3_1 26, dfstp_2 11
nand3_1 55, nor2_1 168, o21ai_1 12, clkdlybuf4s50_1 31
o21ai_0 77, nor4_1 14, a211oi_1 10, mux2i_1 14
o22ai_1 14, dfrtp_1 204, nand2b_1 19, and2_1 10
inv_1 73, nor3_1 42, xnor2_1 74, nor2b_1 12
or3_1 19, ha_1 55, clkbuf_16 25, a31oi_1 10
xor2_1 49, nand2_1 114
## stage by stage
stage	hold slack, ns	util (%)	worst slack, ns	area (µm²)
after floorplan	0.3543	-	1.400	13240
after global placement	0.3633	53.67	0.3821	13950
after detailed placement	0.3646	53.67	0.3252	13950
after CTS	0.3761	56.64	0.8733	14720
after global routing	0.3938	56.64	0.3332	14720
final	0.3730	56.64	0.8024	14720
## area by class of cell
cell class	count	area, µm²
clock buffer	34	689.4
clock inverter	12	82.58
fill	2299	11270
inverter	77	289.0
multi-input combinational	1107	7301
sequential	215	5394
tap	335	419.2
timing repair buffer	61	543.0
## routing by layer
metal / global-route usage, % / share of wire, % / routed length [µm]
met5: 0 / 0 / 0
met4: 6.839 / 3.0 / 951
met3: 3.329 / 4.6 / 1450
met2: 35.43 / 42 / 13260
met1: 41.89 / 50 / 15670
## power by group through the flow
stage / Clock, mW / Sequential, mW / Combinational [mW]
after CTS: 1.25 / 1.28 / 0.391
after global routing: 1.29 / 1.28 / 0.439
final: 1.20 / 1.28 / 0.389
## cells by family after synthesis
| group | Yosys count |
|---|---|
| XOR/XNOR | 123 |
| flip-flops | 215 |
| multiplexers | 27 |
| other | 1 |
| adder cells (fa/ha/maj) | 61 |
| AND-OR/OR-AND | 307 |
| buffers and inverters | 129 |
| AND/OR/NAND/NOR | 579 |
Power figures rest on the tool's default switching activity, not on a simulated workload.
